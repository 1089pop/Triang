File: design/flow/design.v
`timescale 1ns / 1ps
module Frequency_Divider(input clk,rst,
								output [1:0]seven_clk,
								output count_clk
    );
	 parameter div_which=26;
	 parameter seven_clk_at=15;
reg [div_which:0]count_ins;
always@(posedge clk or posedge rst)
begin
	if(rst)count_ins<=0;
	else count_ins<=count_ins+1'b1;
end
assign seven_clk=count_ins[seven_clk_at:seven_clk_at-1];
assign count_clk=count_ins[div_which];
endmodule
module Seven_Segment_4_bit_Display(input [1:0]clk,
											  input [3:0]dig_a,dig_b,dig_c,dig_d,
											 output [7:0]Dis_data,
											 output reg [3:0]Dis_wich
    );
reg [3:0]Dis_rewire;
always@(*)
begin
	case(clk)
		2'b00:Dis_rewire=dig_a;
		2'b01:Dis_rewire=dig_b;
		2'b10:Dis_rewire=dig_c;
		2'b11:Dis_rewire=dig_d;
		default:Dis_rewire=4'b1111;
	endcase
end
always@(*)
begin
	case(clk)
		2'b00:Dis_wich=4'b0001;
		2'b01:Dis_wich=4'b0010;
		2'b10:Dis_wich=4'b0100;
		2'b11:Dis_wich=4'b1000;
		default:Dis_wich=4'b1111;
	endcase
end
seven_segment DIg(Dis_rewire,Dis_data);
endmodule
module seven_segment(S,Display_data
    );
	 input 	[3:0] 	S;
	 output 	[7:0] 	Display_data;
	 reg [7:0]Display_data; 
always @(S)
begin
	case(S)
	4'b0000:Display_data=8'b11000000;
	4'b0001:Display_data=8'b11111001;
	4'b0010:Display_data=8'b10100100;
	4'b0011:Display_data=8'b10110000;
	4'b0100:Display_data=8'b10011001;
	4'b0101:Display_data=8'b10010010;
	4'b0110:Display_data=8'b10000010;
	4'b0111:Display_data=8'b11111000;
	4'b1000:Display_data=8'b10000000;
	4'b1001:Display_data=8'b10010000;
	default:Display_data=8'b11111111;
	endcase
end
endmodule
File: design/flow/run.sh
#!/bin/bash
# OpenROAD 26Q1-2900-gdf79404cd8, Yosys 0.63+post, stock flow scripts
make -C /OpenROAD-flow-scripts/flow DESIGN_CONFIG=/design/flow/config.mk WORK_HOME=/design/flow/orfs finish
File: design/flow/config.mk
export PLATFORM = sky130hd
export DESIGN_NAME = Frequency_Divider
export DESIGN_NICKNAME = Frequency_Divider
export VERILOG_FILES = /design/flow/design.v
export SDC_FILE = /design/flow/constraint.sdc
export NUM_CORES = 4
export LEC_CHECK = 1
export CORE_UTILIZATION = 30
File: design/flow/constraint.sdc
current_design Frequency_Divider

set clk_period 3.6
set clk_io_pct 0.2

create_clock -name clk0 -period $clk_period [get_ports {clk}]

set non_clock_inputs [all_inputs -no_clocks]
set_input_delay [expr $clk_period * $clk_io_pct] -clock clk0 $non_clock_inputs
set_output_delay [expr $clk_period * $clk_io_pct] -clock clk0 [all_outputs]
==> run notes <==
Results of the run.

The run finished with clean final reports. The most used routing layer is met2. The via count is approximately 700. The met3 layer usage reported by global route is 2.465%. The worst path buffer plus inverter count is 1.

In this run, post-CTS hold repair placed 0 buffers. The worst setup path is launched from a flop. The row count is 22. In this run the layout overhead on the synthesized area is reported as 11.13%. The synthesized netlist has a Yosys-reported chip area of 1214 sq um. The number of global-route vias before repair was about 720. For this design, the sink count on the clock tree is 27. Before any placement, the netlist area is recorded as 1214 sq um. CTS added clock buffers totalling 3. The worst ir drop on vdd is 0.1827 mV. The total cells reported by yosys after synthesis is 97.

The depth of the most critical reg-to-reg path is 5. Setup repair after global routing left no endpoint under its margin. For this run, the detailed router reports a per-instance via density of around 4.5. The type recorded for the worst min-delay path is reg -> reg. The wire length reported by the detailed router is 1682 um. Synthesis produced 97 cells. The synthesis report lists the Yosys warning total as 1. The total setup violations reported at the end of the flow is 0. The clock tree root buffer cell is sky130_fd_sc_hd__clkbuf_8. The worst-path cell with the longest stage delay is sky130_fd_sc_hd__clkdlybuf4s50_1. The peak clock frequency supported by timing is 519.3 MHz. STA shows the worst min-delay path finishing at count_ins[9]$_DFF_PP0_. The startpoint of the tightest hold check path is count_ins[9]$_DFF_PP0_.

The sequential share of the synthesized area is 55.67%. The number of warnings the tools reported is 25. The worst reg2reg path endpoint is count_ins[22]$_DFF_PP0_. The share of the core area taken by cells at floorplan is 32.18%.

Measured along the x axis, the die boundary spans 65.61 um. At the worst endpoint, the required time is 2.88 ns. Input and output buffers added on the ports amount to 4. In the final routed layout, each cell accounts on average for 11.14 um. The count of max-cap constraint violations is 0. For this run, global-route usage on met1 was measured as 12.65%.

The pin closest to its max-slew limit shows a slew of 0.4436 ns. The number of storage elements in the synthesis netlist is 27. The worst setup path is captured at an output pin. The count of antenna diodes in the layout is 0. The CTS clock-pin slew for the worst setup and hold paths is 0.09 ns.

The delay of the slowest cell on the worst path is 0.49 ns. Per the post-route antenna check, the number of violating nets is 0. The register bank with the most flops is count_ins. The register-to-register setup slack is 1.91 ns. According to the dpl log, the detail-placed design has an HPWL of 1197 um. The initial antenna violation count is 0.

The worst-case headroom to the max-slew limit is between 70% and 80%. The weighted congestion reported at the end of routability-driven placement is 0.7285. For the finished layout, the period the worst path requires is about 1.9 ns.

STA lists the maximum fanout along the critical path as 6. The share of layout cells above drive strength 1 is a little over a tenth. Counting along the longest clock path gives a buffer depth of 2. The count of final max-slew check failures is 0. The final timing report lists clock skew as around 0.0047 ns. Entering global routing, the biggest net connects 28 pins. CTS built an H-tree with a depth of 1.

Along the worst hold path, the cell count comes to 1. The registers reported with the highest flop counts are count_ins (27). The startpoint of the lowest-slack register-to-register path is count_ins[0]$_DFF_PP0_. The global routing met2 resource utilization is around 17%. The number of failing hold endpoints at the final stage is 0.

The report lists the number of cells resized after CTS as 0. The count of pins on the block boundary is 5. The first global-routing pass estimated 3125 um of wire.

Per STA, the worst path is made up of clkdlybuf4s50_1. The chip height is 65.61 um. The OpenROAD report gives the critical path a data arrival time of roughly 1.2 ns. In this run the full chip footprint comes out at approximately 4300 sq um. The number of flip-flops in the largest register is 27.

Across every metal layer, demand over resource in global routing totals 9.623%. The total grt overflow is 0. The cell family contributing the most delay on the critical path is buffers and inverters. The static leakage power is 0.6318 nW. After synthesis, the netlist uses 20 different library cells. The later-pin clock latency in the skew report is approximately 0.27 ns. Per the post-synthesis stats, the area per cell is ~13 sq um. The final critical-path share of the clock period is 53.49%. Post-CTS timing repair inserted 0 buffers for setup. The floorplan step defined a core boundary enclosing ~3800 sq um. The DRC violation total left in the routed layout is recorded as 0. The total power per unit cell area is 352.7 nW/um^2. Per the log, the first TritonRoute iteration ended with a DRC count of 27.

The startpoint-to-endpoint class of the critical path is reg -> out. The number of detailed-route iterations in the first pass is 4. The final power report lists total power as 0.4757 mW.

TritonCTS built the clock tree. The accumulated negative setup slack is 0 ns.
## Yosys cell counts, drive strengths merged
| library cell | n | area [sq um] |
|---|---|---|
| nor4 | 2 | 42.54 |
| xnor2 | 19 | 166.4 |
| nand3 | 11 | 55.05 |
| and4 | 3 | 26.28 |
| nand4 | 6 | 67.56 |
| nor2 | 1 | 3.750 |
| ha | 1 | 12.51 |
| dfrtp | 27 | 675.7 |
| clkbuf | 1 | 3.750 |
| nand2 | 6 | 22.52 |
| nand3b | 1 | 7.510 |
| inv | 2 | 7.510 |
| or2 | 1 | 6.260 |
| and3 | 5 | 32.53 |
| buf | 2 | 15.01 |
| and2 | 1 | 6.260 |
| xor2 | 6 | 52.55 |
| nor3 | 2 | 10.01 |
## per-stage QoR
stage | hold slack (ns) | area (sq um) | utilization (%) | instances | setup WS [ns]
floorplan | 0.4243 | 1214 | - | 97 | 2.077
global placement | 0.4549 | 1303 | 34.54 | 147 | 1.983
detailed placement | 0.4631 | 1303 | 34.54 | 147 | 1.919
CTS | 0.4805 | 1349 | 35.77 | 151 | 1.667
global route | 0.4999 | 1349 | 35.77 | 151 | 1.604
finish | 0.4738 | 1349 | 35.77 | 151 | 1.674
## logic make-up (layout without fill, tap and decap cells)
logic type | after synthesis | in the layout | share of synthesized area, %
flip-flops | 27 | 27 | 55.67
XOR/XNOR | 25 | 25 | 18.04
AND/OR/NAND/NOR | 39 | 39 | 23.09
adder cells (fa/ha/maj) | 1 | 1 | 1.031
buffers and inverters | 5 | 11 | 2.165
## layout by cell type (no fill, tap or decap)
master / n
sky130_fd_sc_hd__clkbuf_8: 3
sky130_fd_sc_hd__nand4_1: 4
sky130_fd_sc_hd__nor3_1: 2
sky130_fd_sc_hd__clkdlybuf4s50_1: 4
sky130_fd_sc_hd__nand3b_1: 1
sky130_fd_sc_hd__and3_2: 1
sky130_fd_sc_hd__and3_1: 4
sky130_fd_sc_hd__clkinv_2: 1
sky130_fd_sc_hd__or2_2: 1
sky130_fd_sc_hd__xor2_1: 6
sky130_fd_sc_hd__nand3_1: 11
sky130_fd_sc_hd__nor4_4: 2
sky130_fd_sc_hd__ha_1: 1
sky130_fd_sc_hd__dfrtp_1: 27
sky130_fd_sc_hd__and2_1: 1
sky130_fd_sc_hd__inv_1: 2
sky130_fd_sc_hd__and4_1: 3
sky130_fd_sc_hd__buf_4: 1
sky130_fd_sc_hd__nand4_4: 2
sky130_fd_sc_hd__xnor2_1: 19
sky130_fd_sc_hd__nor2_1: 1
sky130_fd_sc_hd__nand2_1: 6
## power breakdown
part           leakage, nW  switching [mW]  internal (mW)  total, mW
Clock               0.0255          0.0881         0.0774      0.165
Combinational        0.239         0.00561        0.00174    0.00735
Sequential           0.368               0          0.303      0.303
## area by class of cell
type	count	area (sq um)
clock buffer	3	41.29
timing repair buffer	5	47.55
tap	48	60.06
sequential	27	675.6
clock inverter	1	5.005
multi-input combinational	65	511.7
inverter	2	7.507
fill	366	2422
## metal layers
metal  vias up  wire length, um
met1       332              847
met2         8              767
met4         0               11
li1        344                -
met5         -                0
met3         2               55
## worst max-delay path by stage
stage / slack, ns / from / to / cells after the start
after CTS: 1.67 / count_ins[14]$_DFF_PP0_ / seven_clk[0] / 1
after global routing: 1.60 / count_ins[14]$_DFF_PP0_ / seven_clk[0] / 1
final: 1.67 / count_ins[14]$_DFF_PP0_ / seven_clk[0] / 1
Power figures rest on the tool's default switching activity, not on a simulated workload.
