File: design.v
`timescale 1ns / 1ps
module triangle (clk, reset, nt, xi, yi, busy, po, xo, yo);
  input  clk, reset, nt;
	input  [2:0]xi, yi;
	output reg busy, po;
	output reg[2:0]xo, yo;
	parameter INITIAL_IDLE = 2'b00;
	parameter LOAD_NODE_LS = 2'b01;
	parameter RCALCULATING = 2'b10;
	parameter FINISH_CALCU = 2'b11;
	parameter ONLY_Y_IS_LESS_THAN_MAX = 3'b101;
	parameter CASE_X_IS_LESS_THAN_MAX = 3'b11X;
	parameter CASE_LOAD_X_AND_Y_VALUE = 3'b0XX ;
	parameter PACKED_SIZED_OF_ARRAY = 2;
	parameter SIZE_OF_UNPACKED_LEND = 3;
	reg [PACKED_SIZED_OF_ARRAY:0] x [1:SIZE_OF_UNPACKED_LEND] ;
	reg [PACKED_SIZED_OF_ARRAY:0] y [1:SIZE_OF_UNPACKED_LEND] ;
	reg [1:0] SEL, NOW_STATE, NEXT_STATE;
	wire START_CALCU;
	wire X_IS_LESS_THAN_MAX;
	wire Y_IS_LESS_THAN_MAX;
	wire [5:0]LEFT_VALUE;
	wire [5:0]RIGH_VALUE;
	always @(posedge clk or posedge reset) begin
		if (reset) begin
			SEL <= 0;
			x[1] <= 0;
			x[2] <= 0;
			x[3] <= 0;
			y[1] <= 0;
			y[2] <= 0;
			y[3] <= 0;
		end
		else if (nt) begin
			SEL <= 2'b01;
			x[1] <= xi;
			y[1] <= yi;
		end
		else begin
			case(SEL)
				2'b01 : begin
					SEL <= 2'b10;
					x[2] <= xi;
					y[2] <= yi;
				end
				2'b10 : begin
					SEL <= 2'b11;
					x[3] <= xi;
					y[3] <= yi;
				end
			endcase
		end
	end
	assign START_CALCU = NOW_STATE == RCALCULATING;
	assign X_IS_LESS_THAN_MAX = xo < x[2];
	assign Y_IS_LESS_THAN_MAX = yo < y[3];
	always @(negedge clk or posedge reset) begin
		if (reset) begin
			xo <= 0;
			yo <= 0;
		end
		else begin
			casex({START_CALCU,X_IS_LESS_THAN_MAX,Y_IS_LESS_THAN_MAX})
				CASE_X_IS_LESS_THAN_MAX : begin
					xo <= xo + 1'b1;
				end
				ONLY_Y_IS_LESS_THAN_MAX : begin
					xo <= x[1];
					yo <= yo + 1'b1;
				end
				CASE_LOAD_X_AND_Y_VALUE : begin
					xo <= x[1];
					yo <= y[1];
				end
			endcase
		end
	end
	always @(negedge clk or posedge reset) begin
		if (reset) begin
			NOW_STATE <= INITIAL_IDLE;
		end
		else begin
			NOW_STATE <= NEXT_STATE;
		end
	end
	always @(*) begin
		NEXT_STATE = NOW_STATE;
		case(NOW_STATE)
			INITIAL_IDLE : begin
				if(nt)begin
					NEXT_STATE = LOAD_NODE_LS;
				end
			end
			LOAD_NODE_LS : begin
				if(SEL == 2'b11)begin
					NEXT_STATE = RCALCULATING;
				end
			end
			RCALCULATING : begin
				if({!X_IS_LESS_THAN_MAX,!Y_IS_LESS_THAN_MAX} == 2'b11)begin
					NEXT_STATE = INITIAL_IDLE;
				end
			end
		endcase
	end
	assign LEFT_VALUE = (x[2]-xo)*(y[3]-y[2]);
	assign RIGH_VALUE = (yo-y[2])*(x[2]-x[3]);
	always @(*) begin
		if (reset) begin
			po = 0;
		end
		else begin
			po = 0;
			case(NOW_STATE)
				RCALCULATING : begin
					if(LEFT_VALUE >= RIGH_VALUE) begin
						po = 1;
					end
				end
			endcase
		end
	end
	always @(*) begin
		busy = 0;
		case(NOW_STATE)
			LOAD_NODE_LS : begin
				if(!nt)busy = 1;
			end
			RCALCULATING : busy = 1;
		endcase
	end
endmodule
File: run.sh
#!/bin/bash
# OpenROAD 26Q1-2900-gdf79404cd8, Yosys 0.63+post, stock flow scripts
make -C /OpenROAD-flow-scripts/flow DESIGN_CONFIG=/design/flow/config.mk WORK_HOME=/design/flow/orfs finish
File: config.mk
export PLATFORM = sky130hd
export DESIGN_NAME = triangle
export DESIGN_NICKNAME = triangle
export VERILOG_FILES = /design/flow/design.v
export SDC_FILE = /design/flow/constraint.sdc
export NUM_CORES = 4
export LEC_CHECK = 1
export CORE_UTILIZATION = 30
File: constraint.sdc
current_design triangle

set clk_period 5.3
set clk_io_pct 0.2

create_clock -name clk0 -period $clk_period [get_ports {clk}]

set non_clock_inputs [all_inputs -no_clocks]
set_input_delay [expr $clk_period * $clk_io_pct] -clock clk0 $non_clock_inputs
set_output_delay [expr $clk_period * $clk_io_pct] -clock clk0 [all_outputs]
==> impl_metrics.tcl <==
# yosys + openroad results
set metrics [dict create \
    edf_count 0 \
    antenna_cells_inserted 0 \
    drt_first_iter_violations 34 \
    initial_core_util 0.309 \
    ys_cells 257 \
    wirelength_um 4900 \
    ys.flops 30 \
    via_per_inst 4.36 \
    yosys-top-cells-count "42 x inv_1, 34 x ha_1, 21 x dfrtp_1" \
    synthArstFlopShare 1.00 \
    die-height_um 94.0 \
    max_slew_margin 0.490 \
    status "finished with violations" \
    clkTransAtPathRegs_ns 0.05 \
    final_cell_area_sq_um 3310 \
    clockBufferDepth 2 \
    grt_max_degree 32 \
    drc_errors 0 \
    fin_setup_tns_ns -3.59 \
    worst-setup-path-type "register to output pin" \
    cp.required_ns 4.24 \
    num_vias 1873 \
    chipArea_sq_um 8830 \
    top_area_frac 0.207 \
    place_area_sq_um 3170 \
    syn_to_final_growth_pct 30.4 \
    htreeDepth 2 \
    hold_viol 0 \
    yosys_area_sq_um 2540 \
    dpl.hpwl_um 3990 \
    yosysMostFrequentCell "inv_1" \
    cts_sinks 30 \
    critPathMaxStageDelay_ns 0.57 \
    grt_pass1_wl_um 8720 \
    drv_slew 0 \
    ys_sh_mux 0.0483 \
    grt_pass1_vias 1923 \
    top_cells_by_area "dfrtp_1 21%, ha_1 17%, fa_1 13%" \
    gp_congestion 0.799 \
    core_sq_um 8220 \
    die_w_um 94.0 \
    tightest_slew_ns 0.763 \
    synth_seq_share 0.296 \
    violations "negative setup slack" \
    ctsHoldBuffers 0 \
    synthCells 257 \
    synthSimpleGateAreaFrac 0.118 \
    logic_family "adder cells" \
    cts_buffers 5 \
    path_max_fanout 2 \
    aoi_share 0.101 \
    yosysTopAreaCell "dfrtp_1" \
    rsz0062_at_grt "yes" \
    cp-start-kind "register" \
    rows 33 \
    ys_types 34 \
    antenna_found_initial 0 \
    cpMostUsedCell "fa_1" \
    setup_violations 1 \
    cts_tree "built" \
    root_buffer "clkbuf_8" \
    num_io_pins 17 \
    first_pass_iters 4 \
    ys_sh_adder 0.302 \
    xor_area_frac 0.0656 \
    avgSynthCellArea_sq_um 9.87 \
    antenna_left 0 \
    grt_use_total 0.129 \
    layout_setup_ws_ns -3.59 \
    hp-class "register to register" \
    fin_skew_ns 0.0538 \
    end_kind "output pin" \
    critical_path_arrival_ns 7.83 \
    rrSetupSlack_ns 0.42 \
    clock_latency_ns 0.33 \
    critPathSlowestCell "fa_1" \
    overflow 0 \
    crit_chain "ha_2 -> inv_2 -> fa_2 -> fa_1 -> nand2_1 -> fa_1 -> fa_1 -> fa_1 -> inv_1 -> ha_2 -> fa_2 -> xnor2_2 -> xnor2_2 -> xnor2_1 -> xnor2_1 -> ha_1 -> a21oi_2 -> o32ai_2 -> buf_2" \
    drv_cap 0 \
    wl_per_cell_um 11.4 \
    yosys_warnings 3 \
    drive_above_1_share 0.265 \
    yosys_most_used_dff "dfrtp_1" \
    warnings 29 \
    io_buffers 16 \
    syn-cell-area_sq_um 2540 \
]
cell usage in the layout, fill, tap and decap left out, types with 2 or more instances in the layout:
cell | synthesis | final
buf_4 | 0 | 47
inv_1 | 42 | 40
ha_1 | 34 | 32
dfrtp_1 | 21 | 21
nand2_1 | 19 | 19
nor2_1 | 18 | 18
fa_1 | 17 | 15
clkdlybuf4s50_1 | 0 | 14
xnor2_1 | 15 | 13
mux2_2 | 10 | 10
a21oi_1 | 11 | 10
o21ai_0 | 10 | 10
dfrtn_1 | 8 | 8
a21o_1 | 7 | 7
nor2b_1 | 6 | 6
clkbuf_8 | 0 | 6
nand3_1 | 5 | 5
nand2b_1 | 4 | 4
xor2_1 | 4 | 4
and2_1 | 3 | 3
or2_2 | 3 | 3
o21a_1 | 2 | 2
inv_2 | 0 | 2
o22ai_1 | 2 | 2
xnor2_2 | 0 | 2
fa_2 | 0 | 2
ha_2 | 0 | 2
what timing repair did:
item / in CTS / in global routing
pin swaps: 15 / 7
gates resized: 10 / 2
endpoints found under the setup margin: 2 / 2
setup buffers: 3 / 0
flip-flops by register name, indices dropped and copies added (netlist names):
name       flops
SEL            3
xo             3
x              9
NOW_STATE      3
y              9
yo             3
cell families (layout without fill, tap and decap cells):
| kind of cell | after synthesis | in the layout |
|---|---|---|
| simple gates | 62 | 62 |
| fa+ha+maj | 51 | 51 |
| buf+inv | 46 | 114 |
| compound gates | 38 | 38 |
| flops | 30 | 30 |
| xor+xnor | 19 | 19 |
| mux | 11 | 11 |
metrics by stage:
stage	instances	hold WS (ns)	worst slack [ns]	utilization
2_1_floorplan	257	0.420	-3.10	-
3_3_place_gp	419	0.454	-3.69	0.385
3_5_place_dp	419	0.464	-3.78	0.385
4_1_cts	430	0.462	-3.64	0.402
5_1_grt	430	0.486	-3.84	0.403
6_report	430	0.459	-3.59	0.403
layer usage:
metal  track usage  part of all wire  wire (um)  vias up
li1              -                 -          -      968
met1         0.195              0.51       2490      865
met2         0.203              0.43       2120       32
met3        0.0247             0.044        218        8
met4        0.0141             0.014         68        0
met5             0                 0          0        -
critical path, delay by kind of cell (launching register included):
| kind | cells | cell delay [ns] |
|---|---|---|
| flip-flops | 1 | 0.41 |
| adder cells (fa/ha/maj) | 9 | 3.33 |
| buffers and inverters | 3 | 0.21 |
| XOR/XNOR | 4 | 0.56 |
| AND-OR/OR-AND | 2 | 0.30 |
| AND/OR/NAND/NOR | 1 | 0.07 |
final timing paths:
check	start	end	cells past startpoint
max	xo[0]	po	19
min	NOW_STATE[2]	NOW_STATE[1]	1
max reg2reg	x[2][0]	yo[0]	9
min reg2reg	NOW_STATE[2]	NOW_STATE[1]	1
max in group asynchronous	reset	NOW_STATE[0]	3
min in group asynchronous	reset	x[2][2]	3
cell type report:
type	count	area (sq um)
clock buffer	7	86.3
clock inverter	2	8.76
fill	782	4910
inverter	41	154
multi-input combinational	181	1650
sequential	30	752
tap	105	131
timing repair buffer	64	531
